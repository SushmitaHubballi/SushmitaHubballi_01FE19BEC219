==> design/flow/design.v <==
module PIPO(data_out,data_in,load,clk);
input [15:0] data_in;
input load,clk;
output [15:0] data_out;
always @(posedge clk)
 if(load) data_out<=data_in;
endmodule
==> design/flow/run.sh <==
#!/bin/bash
# OpenROAD 26Q1-2900-gdf79404cd8, Yosys 0.63+post, stock flow scripts
make -C /OpenROAD-flow-scripts/flow DESIGN_CONFIG=/design/flow/config.mk WORK_HOME=/design/flow/orfs finish
==> design/flow/config.mk <==
export PLATFORM = sky130hd
export DESIGN_NAME = PIPO
export DESIGN_NICKNAME = PIPO
export VERILOG_FILES = /design/flow/design.v
export SDC_FILE = /design/flow/constraint.sdc
export NUM_CORES = 4
export LEC_CHECK = 1
export CORE_AREA = 10 10 70 70
export DIE_AREA = 0 0 80 80
==> design/flow/constraint.sdc <==
current_design PIPO

set clk_period 1.0
set clk_io_pct 0.2

create_clock -name clk0 -period $clk_period [get_ports {clk}]

set non_clock_inputs [all_inputs -no_clocks]
set_input_delay [expr $clk_period * $clk_io_pct] -clock clk0 $non_clock_inputs
set_output_delay [expr $clk_period * $clk_io_pct] -clock clk0 [all_outputs]
==> results_slide.txt <==
Key Metrics from the Run

Hold path
  • Hold path start: data_in[8]
  • Worst hold endpoint: data_out[8]
  • Min-delay worst type: primary input to flop
  • Hold Path Stages: 1

Logic synthesis
  • Area of the mapped netlist: 480.5 µm²
  • Yosys stat cell total: 16
  • #FFs+latches synth: 16
  • Biggest area cells: edfxtp_1
  • Synth Area per Inst: 30.03 µm²
  • Seq share, synth: 100.0%
  • Largest area contributor in the netlist: edfxtp_1
  • Yosys stat chip area: 480.5 µm²
  • Yosys warnings: 2
  • Syn Inst Count: 16
  • Yosys cell types: 1
  • Top-area cell share: 100.0%

Finish
  • Comb gates: 0
  • Area growth, synth to finish: 73.70%
  • Most flop-heavy register: data_out
  • Biggest regs: data_out: 16 flops
  • Fin cells: 100
  • Largest register FFs: 16
  • Finished layout cell area: 834.6 µm²
  • MI comb area: 0 µm²
  • # fillers: 376
  • Share of cells above drive strength 1: 37.04%

Critical path
  • Slowest CP cell: edfxtp_1
  • Critical Path, Cell by Cell: buf_2
  • Worst Path Required: 0.80 ns
  • CP Class: flop to output port
  • Worst-path fanout max: 1
  • Critical path startpoint category: flop
  • WP buf/inv: 1
  • CP max stage delay: 0.37 ns
  • CP top delay family: flip-flops
  • Worst setup EP type: output port
  • CP Data Arrival Time: 0.78 ns

Placed design
  • Port Buffers: 33
  • Placer Congestion: 0.7777
  • Final HPWL DP: 1006 µm
  • Dpl cell area: 888.4 µm²
  • Inst Count DP: 96

Detailed routing
  • WL final: 1253 µm
  • ANT cells: 0
  • DRT iter0 DRCs: 5
  • DR vias/cell: 3.000
  • DRC Markers: 0
  • Routed len/inst: 12.53 µm
  • Routed Antenna Nets: 0
  • Pre-Repair DR Iteration Count: 2
  • DR vias: 300

Final timing
  • Final period util: 97.77%
  • Maximum clock rate: 1023 MHz
  • Tmin final: 0.9777 ns
  • Max transition margin: 92.75%
  • Slew @ Worst Pin: 0.1085 ns
  • Slew Limit Fails: 0
  • RSZ-0062 raised after global routing: yes
  • # setup viols final: 0
  • Hold Violations, Final: 0

GRT
  • First-pass GRT wire length: 1869 µm
  • GRT Util Overall: 3.849%
  • Number of global-route vias before repair: 359
  • Initial antenna violation count: 0
  • Gr ovfl total: 0
  • Maximum number of pins on one net before global-route repair: 17

Pwr
  • Power per cell area: 1528 nW/µm²
  • Leak: 0.3108 nW
  • Max rail drop VDD: 0.0004084 V

CTS
  • CTS tree: done
  • CTS Sinks: 16
  • # resized after CTS: 48
  • H-tree levels: 1
  • Root buffer cell: clkbuf_4
  • Worst-path clk slew: 0.09 ns
  • CTS buffer count: 3
  • # Post-CTS Setup Buffers: 0
  • Clock Tree Buf Depth: 2
  • Post-CTS Hold Buffers: 0

Floorplan
  • I/O pin count: 34
  • FP Util: 14.07%
  • # rows: 21
  • Die height: 80 µm
  • Die extent in x: 80 µm
  • Core region area: 3416 µm²
  • Die ar.: 6400 µm²

Flow run
  • OpenROAD warnings: 27
  • Max-Cap Viols: 0

Status
  • Run status: complete, no violations
[worst max path at each step]
stage / cells after the start / end / from / slack, ns
after CTS: 1 / data_out[15] / data_out[15] / -0.003
after global routing: 1 / data_out[15] / data_out[15] / -0.04
final: 1 / data_out[10] / data_out[10] / 0.02
[metal layers]
| layer | GRT usage (%) | share of wire [%] | vias to the layer above |
|---|---|---|---|
| met5 | 0 | 0 | - |
| met4 | 1.056 | 2.7 | 0 |
| met3 | 3.295 | 19 | 2 |
| met2 | 4.655 | 37 | 25 |
| met1 | 4.946 | 41 | 134 |
| li1 | - | - | 139 |
[logic make-up (layout without fill, tap and decap cells)]
kind of cell | Yosys count | in the layout | share of synthesized area [%]
flops | 16 | 16 | 100.0
buf+inv | 0 | 38 | 0
[Yosys cell counts]
cell / count
edfxtp_1: 16
[cell usage in the layout, fill, tap and decap left out, drive strengths merged]
cell type,count
buf,17
clkbuf,3
clkinv,1
clkdlybuf4s50,17
edfxtp,16
[power by group]
| part | total (mW) | switching (mW) | leakage [nW] | internal (mW) |
|---|---|---|---|---|
| registers | 0.805 | 0.0102 | 0.157 | 0.795 |
| logic | 0.127 | 0.0310 | 0.139 | 0.0958 |
| clock network | 0.343 | 0.198 | 0.0154 | 0.145 |
[per-stage QoR]
step	util, %	setup WS (ns)	setup TNS, ns	hold WS, ns	total power [mW]
final	24.43	0.02235	0	0.4643	1.275
after CTS	24.43	-0.003393	-0.003393	0.4539	1.311
after global placement	26.01	-0.1715	-2.731	0.7563	1.002
after global routing	24.43	-0.03715	-0.3165	0.4485	1.346
after detailed placement	26.01	-0.1764	-2.812	0.7599	1.002
after floorplan	-	0.5013	0	0.2989	0.8110
[layout make-up]
type	instances	area [µm²]	area share, %
clock inverters	1	3.754	0.4498
repair buffers	34	270.3	32.38
flip-flops and latches	16	480.5	57.57
well taps	46	57.56	6.897
clock buffers	3	22.52	2.699
Power and IR drop assume default switching activity.
