`./design.v`:
```
`timescale 1ns / 1ps
module tic_tac_toe_game(
     input clock,  
     input reset, 
     input play,  
     input pc, 
     input [3:0] computer_position,player_position, 
     output wire [1:0] pos1,pos2,pos3,
     pos4,pos5,pos6,pos7,pos8,pos9,
     output wire[1:0]who 
     );
 wire [15:0] PC_en;
 wire [15:0] PL_en; 
 wire illegal_move; 
 wire win; 
 wire computer_play;
 wire player_play; 
 wire no_space;  
  position_registers position_reg_unit(
      clock,
      reset, 
      illegal_move,
      PC_en[8:0],  
      PL_en[8:0], 
      pos1,pos2,pos3,pos4,pos5,pos6,pos7,pos8,pos9 
      );
 winner_detector win_detect_unit(pos1,pos2,pos3,pos4,pos5,pos6,pos7,pos8,pos9,win,who);
 position_decoder pd1(computer_position,computer_play,PC_en);
 position_decoder pd2(player_position,player_play,PL_en); 
  illegal_move_detector imd_unit(
   pos1,pos2,pos3,pos4,pos5,pos6,pos7,pos8,pos9, 
   PC_en[8:0], PL_en[8:0], 
   illegal_move
   );
 nospace_detector nsd_unit(
   pos1,pos2,pos3,pos4,pos5,pos6,pos7,pos8,pos9, 
   no_space
    ); 
 fsm_controller tic_tac_toe_controller(
     clock, 
     reset,
     play, 
     pc,
     illegal_move,
     no_space,
     win, 
     computer_play, 
     player_play 
     );    
endmodule 
module position_registers(
      input clock, 
      input reset, 
      input illegal_move, 
      input [8:0] PC_en, 
      input [8:0] PL_en, 
      output reg[1:0] pos1,pos2,pos3,pos4,pos5,pos6,pos7,pos8,pos9
      );
 always @(posedge clock or posedge reset)
 begin
  if(reset) 
   pos1 <= 2'b00;
  else begin
   if(illegal_move==1'b1)
    pos1 <= pos1;
   else if(PC_en[0]==1'b1)
    pos1 <= 2'b10; 
   else if (PL_en[0]==1'b1)
    pos1 <= 2'b01;
   else 
    pos1 <= pos1;
  end 
 end 
 always @(posedge clock or posedge reset)
 begin
  if(reset) 
   pos2 <= 2'b00;
  else begin
   if(illegal_move==1'b1)
    pos2 <= pos2;
   else if(PC_en[1]==1'b1)
    pos2 <= 2'b10; 
   else if (PL_en[1]==1'b1)
    pos2 <= 2'b01;
   else 
    pos2 <= pos2;
  end 
 end 
 always @(posedge clock or posedge reset)
 begin
  if(reset) 
   pos3 <= 2'b00;
  else begin
   if(illegal_move==1'b1)
    pos3 <= pos3;
   else if(PC_en[2]==1'b1)
    pos3 <= 2'b10; 
   else if (PL_en[2]==1'b1)
    pos3 <= 2'b01;
   else 
    pos3 <= pos3;
  end 
 end  
 always @(posedge clock or posedge reset)
 begin
  if(reset) 
   pos4 <= 2'b00;
  else begin
   if(illegal_move==1'b1)
    pos4 <= pos4;
   else if(PC_en[3]==1'b1)
    pos4 <= 2'b10; 
   else if (PL_en[3]==1'b1)
    pos4 <= 2'b01;
   else 
    pos4 <= pos4;
  end 
 end 
 always @(posedge clock or posedge reset)
 begin
  if(reset) 
   pos5 <= 2'b00;
  else begin
   if(illegal_move==1'b1)
    pos5 <= pos5;
   else if(PC_en[4]==1'b1)
    pos5 <= 2'b10; 
   else if (PL_en[4]==1'b1)
    pos5 <= 2'b01;
   else 
    pos5 <= pos5;
  end 
 end 
 always @(posedge clock or posedge reset)
 begin
  if(reset) 
   pos6 <= 2'b00;
  else begin
   if(illegal_move==1'b1)
    pos6 <= pos6; 
   else if(PC_en[5]==1'b1)
    pos6 <= 2'b10;  
   else if (PL_en[5]==1'b1)
    pos6 <= 2'b01; 
   else 
    pos6 <= pos6; 
  end 
 end 
 always @(posedge clock or posedge reset)
 begin
  if(reset) 
   pos7 <= 2'b00;
  else begin
   if(illegal_move==1'b1)
    pos7 <= pos7; 
   else if(PC_en[6]==1'b1)
    pos7 <= 2'b10;  
   else if (PL_en[6]==1'b1)
    pos7 <= 2'b01; 
   else 
    pos7 <= pos7; 
  end 
 end 
 always @(posedge clock or posedge reset)
 begin
  if(reset) 
   pos8 <= 2'b00;
  else begin
   if(illegal_move==1'b1)
    pos8 <= pos8; 
   else if(PC_en[7]==1'b1)
    pos8 <= 2'b10;  
   else if (PL_en[7]==1'b1)
    pos8 <= 2'b01; 
   else 
    pos8 <= pos8; 
  end 
 end 
 always @(posedge clock or posedge reset)
 begin
  if(reset) 
   pos9 <= 2'b00;
  else begin
   if(illegal_move==1'b1)
    pos9 <= pos9; 
   else if(PC_en[8]==1'b1)
    pos9 <= 2'b10;  
   else if (PL_en[8]==1'b1)
    pos9 <= 2'b01; 
   else 
    pos9 <= pos9; 
  end 
 end  
endmodule 
module fsm_controller(
     input clock, 
     input reset, 
     play,  
     pc, 
     illegal_move, 
     no_space,  
     win,  
     output reg computer_play,  
     player_play  
     );
parameter IDLE=2'b00;
parameter PLAYER=2'b01;
parameter COMPUTER=2'b10;
parameter GAME_DONE=2'b11;
reg[1:0] current_state, next_state;
always @(posedge clock or posedge reset) 
begin 
 if(reset)
  current_state <= IDLE;
 else 
  current_state <= next_state;
end 
always @(*)
 begin
 case(current_state)
 IDLE: begin 
  if(reset==1'b0 && play == 1'b1)
   next_state <= PLAYER;  
  else 
   next_state <= IDLE;
  player_play <= 1'b0;
  computer_play <= 1'b0;
 end 
 PLAYER:begin 
  player_play <= 1'b1;
  computer_play <= 1'b0;
  if(illegal_move==1'b0)
   next_state <= COMPUTER;  
  else 
   next_state <= IDLE;
 end 
 COMPUTER:begin 
  player_play <= 1'b0;
  if(pc==1'b0) begin 
   next_state <= COMPUTER;
   computer_play <= 1'b0;
  end
  else if(win==1'b0 && no_space == 1'b0)
  begin 
   next_state <= IDLE;
   computer_play <= 1'b1; 
  end 
  else if(no_space == 1 || win ==1'b1)
  begin 
   next_state <= GAME_DONE;  
   computer_play <= 1'b1; 
  end  
 end 
 GAME_DONE:begin  
  player_play <= 1'b0;
  computer_play <= 1'b0; 
  if(reset==1'b1) 
   next_state <= IDLE; 
  else 
   next_state <= GAME_DONE;  
 end 
 default: next_state <= IDLE; 
 endcase
 end
endmodule 
module nospace_detector(
   input [1:0] pos1,pos2,pos3,pos4,pos5,pos6,pos7,pos8,pos9, 
   output wire no_space
    );
wire temp1,temp2,temp3,temp4,temp5,temp6,temp7,temp8,temp9;
assign temp1 = pos1[1] | pos1[0];
assign temp2 = pos2[1] | pos2[0];
assign temp3 = pos3[1] | pos3[0];
assign temp4 = pos4[1] | pos4[0];
assign temp5 = pos5[1] | pos5[0];
assign temp6 = pos6[1] | pos6[0];
assign temp7 = pos7[1] | pos7[0];
assign temp8 = pos8[1] | pos8[0];
assign temp9 = pos9[1] | pos9[0];
assign no_space =((((((((temp1 & temp2) & temp3) & temp4) & temp5) & temp6) & temp7) & temp8) & temp9);
endmodule 
module illegal_move_detector(
   input [1:0] pos1,pos2,pos3,pos4,pos5,pos6,pos7,pos8,pos9, 
   input [8:0] PC_en, PL_en, 
   output wire illegal_move
   );
wire temp1,temp2,temp3,temp4,temp5,temp6,temp7,temp8,temp9;
wire temp11,temp12,temp13,temp14,temp15,temp16,temp17,temp18,temp19;
wire temp21,temp22;
assign temp1 = (pos1[1] | pos1[0]) & PL_en[0];
assign temp2 = (pos2[1] | pos2[0]) & PL_en[1];
assign temp3 = (pos3[1] | pos3[0]) & PL_en[2];
assign temp4 = (pos4[1] | pos4[0]) & PL_en[3];
assign temp5 = (pos5[1] | pos5[0]) & PL_en[4];
assign temp6 = (pos6[1] | pos6[0]) & PL_en[5];
assign temp7 = (pos7[1] | pos7[0]) & PL_en[6];
assign temp8 = (pos8[1] | pos8[0]) & PL_en[7];
assign temp9 = (pos9[1] | pos9[0]) & PL_en[8];
assign temp11 = (pos1[1] | pos1[0]) & PC_en[0];
assign temp12 = (pos2[1] | pos2[0]) & PC_en[1];
assign temp13 = (pos3[1] | pos3[0]) & PC_en[2];
assign temp14 = (pos4[1] | pos4[0]) & PC_en[3];
assign temp15 = (pos5[1] | pos5[0]) & PC_en[4];
assign temp16 = (pos6[1] | pos6[0]) & PC_en[5];
assign temp17 = (pos7[1] | pos7[0]) & PC_en[6];
assign temp18 = (pos8[1] | pos8[0]) & PC_en[7];
assign temp19 = (pos9[1] | pos9[0]) & PC_en[8];
assign temp21 =((((((((temp1 | temp2) | temp3) | temp4) | temp5) | temp6) | temp7) | temp8) | temp9);
assign temp22 =((((((((temp11 | temp12) | temp13) | temp14) | temp15) | temp16) | temp17) | temp18) | temp19);
assign illegal_move = temp21 | temp22 ;
endmodule 
module position_decoder(input[3:0] in, input enable, output wire [15:0] out_en);
 reg[15:0] temp1;
 assign out_en = (enable==1'b1)?temp1:16'd0;
 always @(*)
 begin
 case(in)
 4'd0: temp1 <= 16'b0000000000000001;
 4'd1: temp1 <= 16'b0000000000000010; 
 4'd2: temp1 <= 16'b0000000000000100;
 4'd3: temp1 <= 16'b0000000000001000;
 4'd4: temp1 <= 16'b0000000000010000;
 4'd5: temp1 <= 16'b0000000000100000;
 4'd6: temp1 <= 16'b0000000001000000;
 4'd7: temp1 <= 16'b0000000010000000;
 4'd8: temp1 <= 16'b0000000100000000;
 4'd9: temp1 <= 16'b0000001000000000;
 4'd10: temp1 <= 16'b0000010000000000;
 4'd11: temp1 <= 16'b0000100000000000;
 4'd12: temp1 <= 16'b0001000000000000;
 4'd13: temp1 <= 16'b0010000000000000;
 4'd14: temp1 <= 16'b0100000000000000;
 4'd15: temp1 <= 16'b1000000000000000;
 default: temp1 <= 16'b0000000000000001; 
 endcase 
end 
endmodule 
module winner_detector(input [1:0] pos1,pos2,pos3,pos4,pos5,pos6,pos7,pos8,pos9, output wire winner, output wire [1:0]who);
wire win1,win2,win3,win4,win5,win6,win7,win8;
wire [1:0] who1,who2,who3,who4,who5,who6,who7,who8;
winner_detect_3 u1(pos1,pos2,pos3,win1,who1); 
winner_detect_3 u2(pos4,pos5,pos6,win2,who2); 
winner_detect_3 u3(pos7,pos8,pos9,win3,who3); 
winner_detect_3 u4(pos1,pos4,pos7,win4,who4); 
winner_detect_3 u5(pos2,pos5,pos8,win5,who5); 
winner_detect_3 u6(pos3,pos6,pos9,win6,who6); 
winner_detect_3 u7(pos1,pos5,pos9,win7,who7); 
winner_detect_3 u8(pos3,pos5,pos6,win8,who8); 
assign winner = (((((((win1 | win2) | win3) | win4) | win5) | win6) | win7) | win8);
assign who = (((((((who1 | who2) | who3) | who4) | who5) | who6) | who7) | who8);
endmodule 
module winner_detect_3(input [1:0] pos0,pos1,pos2, output wire winner, output wire [1:0]who);
wire [1:0] temp0,temp1,temp2;
wire temp3;
assign temp0[1] = !(pos0[1]^pos1[1]);
assign temp0[0] = !(pos0[0]^pos1[0]);
assign temp1[1] = !(pos2[1]^pos1[1]);
assign temp1[0] = !(pos2[0]^pos1[0]);
assign temp2[1] = temp0[1] & temp1[1];
assign temp2[0] = temp0[0] & temp1[0];
assign temp3 = pos0[1] | pos0[0];
assign winner = temp3 & temp2[1] & temp2[0];
assign who[1] = winner & pos0[1];
assign who[0] = winner & pos0[0];
endmodule
```
`./run.sh`:
```
#!/bin/bash
# OpenROAD 26Q1-2900-gdf79404cd8, Yosys 0.63+post, stock flow scripts
make -C /OpenROAD-flow-scripts/flow DESIGN_CONFIG=/design/flow/config.mk WORK_HOME=/design/flow/orfs finish
```
`./config.mk`:
```
export PLATFORM = sky130hd
export DESIGN_NAME = tic_tac_toe_game
export DESIGN_NICKNAME = tic_tac_toe_game
export VERILOG_FILES = /design/flow/design.v
export SDC_FILE = /design/flow/constraint.sdc
export NUM_CORES = 4
export LEC_CHECK = 1
export CORE_AREA = 10 10 107 107
export DIE_AREA = 0 0 117 117
```
`./constraint.sdc`:
```
current_design tic_tac_toe_game

set clk_period 3.0
set clk_io_pct 0.2

create_clock -name clk0 -period $clk_period [get_ports {clock}]

set non_clock_inputs [all_inputs -no_clocks]
set_input_delay [expr $clk_period * $clk_io_pct] -clock clk0 $non_clock_inputs
set_output_delay [expr $clk_period * $clk_io_pct] -clock clk0 [all_outputs]
```
==> notes.md <==
Notes on the physical design

For this block, the routed nets add up to 5398 um of wire. Post-route period utilization is reported as slightly below 100%. The final timing report gives a worst setup slack of ~0.094 ns. The total DRC errors in the routed layout is 0.

The clock edge transition at the registers on the reported setup and hold paths is 0.07 ns. The horizontal die dimension reported for this design is 117 um. Logic depth along the worst register-to-register path is recorded as 10. The placeable core region is 0.009196 mm^2. The peak ir drop on the vdd network is between 0.1 and 0.15 mV. Per report_power, the clock group accounts for 21.3% of the total. After legalization and detailed placement, the total HPWL measured 4157 um.

The number of antenna violations at the first check in global routing is 0. Per the log, the first TritonRoute iteration ended with a DRC count of 116. Yosys mapped a number of flops with a built-in enable equal to 0. The transition time recorded at the tightest slew-check pin is about 0.84 ns. The worst hold path endpoint is position_reg_unit.pos4[1]. Looking at the clock tree report, the maximum root-to-sink buffer count equals 2. The flow reports an fmax of 344.1 MHz. TritonCTS built the clock tree.

The shortest period the worst path allows is 2.906 ns. The overall overflow remaining after global route is 0. Cell internal power was estimated by the tool at around 0.65 mW. The endpoint kind of the worst setup timing path is a primary output.

By area, the combinational part of the netlist is dominated by simple AND/OR/NAND/NOR gates. The static leakage is 0.9500 nW. Looking at the clock tree report, the H-tree level count equals 1. By count the netlist is led by dfrtp_1, nor3_1, nor2_1, and3_1, nand2_1. The worst setup path is launched from a flip-flop.

Compared with the post-synthesis result, the final layout area differs by 34.55%. The final estimated routing congestion in global placement is 0.9034. The TritonCTS buffer count is 3.

The simple logic cell fraction of the synthesized area is 33.41%. In this run, the combinational gates consume 38.7% of the power. Per the synth log, the flip-flop and latch total comes to 23. The proportion of total power due to net switching is 33.95%. The cell type with the largest total area after synthesis is dfrtp_1. The mux cell area share after synthesis is 2.746%.

Nets still carrying antenna violations after routing amount to 0. The chip area is 0.01369 mm^2. The instance area at placement is around 0.0021 mm^2. Logged for this run, the post-placement worst setup slack is -0.09143 ns. The slack of the worst reg-to-reg path is 0.50 ns. For this design the ratio of total power to cell area is 443.4 mW/mm^2. The site row count is 35. The number of inserted diodes is 0.

The most frequently used library cell after synthesis is dfrtp_1. The final report gives the standard cell area, fillers excluded, as 0.002207 mm^2. The die extent in y is roughly 120 um.

The report counts max-capacitance violations totalling 0. The iteration count recorded for the first detailed-route pass is 4. The fill cell total of the finished layout is 981.

The synthesized netlist has a Yosys-reported chip area of 0.001640 mm^2. The routed layout has roughly 1.7k vias. The data arrival at the endpoint of the critical path is 2.31 ns. Summed over all nets, the switching power comes to between 0.3 and 0.4 mW. The worst hold path begins at position_reg_unit.pos4[1]. Per the layout area report, the combinational gate area comes to 0.001010 mm^2. The number of library cell types mapped by synthesis is 54. Clock tree synthesis selected as its root buffer the cell clkbuf_8. 3 endpoints have no timing constraint. Summing all flip-flop and latch instances after layout gives 550.5 um^2. The run finished with clean final reports. The count of unclocked register or latch pins is 3. The final-report setup violation count is 0. The adder and majority cell fraction of the synthesized area is 0%. The fraction of power consumed by sequential logic is about two fifths. The top-area cell type share of the netlist area is 30.51%.

The source-to-sink clock delay at the later pin of the worst-skew pair is around 0.26 ns. The stage logs contain a warning count of 25. The routed length per instance is 15.97 um. The average via count per standard cell is just under 5.

Synthesis handed over a netlist of 189 instances. The synthesized netlist occupies a cell area of 0.001640 mm^2. Entering global routing, the biggest net connects 23 pins. The async set or reset register ratio after synthesis is 86.96%. The required arrival time at the worst endpoint is approximately 2.4 ns. Setup repair after global routing left no endpoint under its margin. Per STA, the worst path accumulates the most delay in the family simple AND/OR/NAND/NOR gates. The cell total in the yosys stat output is 189. The synthesis report lists the Yosys warning total as 3. After synthesis, the cell types taking the most area are dfrtp_1, nor3_1, and3_1.

The number of buffers added on ports is 31. The xor/xnor cell area share of the yosys netlist is 0%. The mean instance size in the synthesized netlist is 8.679 um^2. The peak per-stage delay on the critical path is roughly 0.47 ns. The reg-to-reg endpoint is tic_tac_toe_controller.current_state[1].

Looking at the cell usage after synthesis, the top flip-flop cell is dfrtp_1. In this run the critical path is formed by and3_4 -> o22ai_2 -> a21oi_1 -> or3_4 -> a221o_1 -> clkdlybuf4s50_1. Of the total synthesized cell area, the portion taken by AND-OR and OR-AND cells is between 20% and 30%. Looking at the reg2reg group, the worst path starts from tic_tac_toe_controller.current_state[0].

The hold path depth is 1. The type of the worst min-delay path is reg2reg. The number of buffer and inverter instances along the worst setup path is 1. The floorplan report gives the top-level pin count as 32. Total global-route track usage over all layers is 7.854%. The fraction of final layout cells with drive strength greater than 1 is 17.62%. The critical path in this run is classified as reg2out. The global-route wire length before repair is 8597 um.

Along the worst path, the maximum fanout reaches 8. The initial core utilization is approximately 18%. The number of global-route vias before repair was 1572. The number of max-slew violations in the final report is 0. The standard cell with the maximum stage delay on the critical path is dfrtp_2. The final tally of hold violations is 0. The worst relative slew slack is around 44%. For the final database, setup skew stands at ~0.0029 ns.
cells by family (layout without fill, tap and decap cells):
| logic type | Yosys count | count (layout) |
|---|---|---|
| AND-OR/OR-AND | 49 | 49 |
| multiplexers | 2 | 2 |
| other | 1 | 3 |
| latches | 3 | 3 |
| flip-flops | 20 | 20 |
| AND/OR/NAND/NOR | 93 | 93 |
| buffers and inverters | 21 | 57 |
final cells by class:
class,count,area share (%)
Tap cell,111,6.292
Multi-Input combinational cell,147,45.75
Inverter,6,1.020
Timing Repair Buffer,47,19.50
Clock buffer,4,2.494
Sequential cell,23,24.94
per-layer routing:
metal	part of all wire (%)	up-vias	wire length (um)	GRT usage (%)
met5	0	-	0	0
met4	1.9	0	104	1.730
met3	8.0	15	431	2.167
met2	49	72	2631	12.64
met1	41	799	2230	10.33
li1	-	794	-	-
power groups by stage:
stage	clock (mW)	combinational, mW	sequential [mW]
4_1_cts	0.213	0.373	0.389
5_1_grt	0.226	0.419	0.401
6_report	0.208	0.379	0.392
per-stage QoR:
step | instances | setup TNS [ns] | util (%) | power [mW] | hold WS (ns)
detailed placement | 332 | -0.09143 | 22.94 | 0.7592 | 0.6233
finish | 338 | 0 | 24.00 | 0.9786 | 0.6105
global placement | 332 | -0.09469 | 22.94 | 0.7582 | 0.6185
global route | 338 | 0 | 24.00 | 1.046 | 0.6289
CTS | 337 | 0 | 23.67 | 0.9758 | 0.6051
floorplan | 191 | 0 | - | 0.5696 | 0.5271
registers in the layout (all words and copies together) (netlist names):
signal and cells:
position_reg_unit.pos1 2, position_reg_unit.pos2 2, position_reg_unit.pos3 2, position_reg_unit.pos4 2, position_reg_unit.pos5 2, position_reg_unit.pos6 2
position_reg_unit.pos7 2, position_reg_unit.pos8 2, position_reg_unit.pos9 2, tic_tac_toe_controller.computer_play 1, tic_tac_toe_controller.current_state 2, tic_tac_toe_controller.next_state 2
placed cells by master, fill, tap and decap left out, types with 3 or more instances in the layout:
master / synthesis / layout
dfrtp_1: 20 / 16
nor2_1: 13 / 13
buf_4: 2 / 16
a41oi_1: 4 / 4
dfrtp_2: 0 / 4
o21ai_0: 6 / 6
dlxtn_1: 3 / 3
nand2b_1: 4 / 4
or3_1: 4 / 3
a41o_1: 5 / 5
clkdlybuf4s50_1: 0 / 31
and3_1: 11 / 10
nor2b_1: 6 / 6
a31oi_1: 5 / 5
conb_1: 1 / 3
nand2_1: 11 / 11
inv_1: 6 / 6
a21oi_1: 4 / 4
nor3_1: 14 / 14
o21bai_1: 4 / 4
clkbuf_8: 0 / 4
nand3_1: 9 / 9
timing repair:
action	in CTS	in global routing
pin swaps	0	3
setup endpoints to repair	1	2
cloned	0	0
gates resized	4	4
buffers inserted	1	1
hold buffers	0	0
how the worst max path moves through the flow:
stage | startpoint | end | slack (ns) | cells after the start
after global routing | position_reg_unit.pos1[1] | who[0] | 0.01 | 6
after CTS | position_reg_unit.pos1[1] | who[0] | 0.001 | 6
final | position_reg_unit.pos1[1] | who[0] | 0.09 | 6
Power is estimated from default activity; no workload was simulated.
